==> flow/design.v <==
module sram #(
  localparam DATA_WIDTH = 64,
  localparam NUM_WORDS  = 8,
  localparam ADDR_WIDTH = $clog2(NUM_WORDS)
)(
  input logic                   clk_i,
  input logic                   req_i,
  input logic                   we_i,
  input logic  [ADDR_WIDTH-1:0] addr_i,
  input logic  [DATA_WIDTH-1:0] wdata_i,
  input logic  [DATA_WIDTH-1:0] be_i,
  output logic [DATA_WIDTH-1:0] rdata_o
);
  logic [ADDR_WIDTH-1:0] addr_q;
  logic [DATA_WIDTH-1:0] ram [NUM_WORDS-1:0];
  assign rdata_o = ram[addr_q];
  always_ff @(posedge clk_i) begin
    if (req_i) begin
      if (we_i) begin  
        for (int i = 0; i < DATA_WIDTH; i = i + 1) begin
          if (be_i[i]) begin
            ram[addr_i][i] <= wdata_i[i];
          end
        end
      end
      else begin  
        addr_q <= addr_i;
      end
    end
  end
endmodule
==> flow/run.sh <==
#!/bin/bash
# OpenROAD 26Q1-2900-gdf79404cd8, Yosys 0.63+post, stock flow scripts
make -C /OpenROAD-flow-scripts/flow DESIGN_CONFIG=/design/flow/config.mk WORK_HOME=/design/flow/orfs finish
==> flow/config.mk <==
export PLATFORM = sky130hd
export DESIGN_NAME = sram
export DESIGN_NICKNAME = sram
export VERILOG_FILES = /design/flow/design.v
export SDC_FILE = /design/flow/constraint.sdc
export NUM_CORES = 4
export LEC_CHECK = 1
export CORE_UTILIZATION = 50
export SYNTH_HDL_FRONTEND = slang
==> flow/constraint.sdc <==
current_design sram

set clk_period 11.7
set clk_io_pct 0.2

create_clock -name clk0 -period $clk_period [get_ports {clk_i}]

set non_clock_inputs [all_inputs -no_clocks]
set_input_delay [expr $clk_period * $clk_io_pct] -clock clk0 $non_clock_inputs
set_output_delay [expr $clk_period * $clk_io_pct] -clock clk0 [all_outputs]
==> GITHUB_STEP_SUMMARY <==
## Implementation flow summary

| Metric | Value |
|---|---|
| Min-Delay Path Class | `flop to flop` |
| CP max-delay cell | `dfxtp_4` |
| FF-to-FF setup slack | `10.96 ns` |
| Residual DRC | `0` |
| Yosys chip area | `roughly 0.022 sq mm` |
| Fp util | `50.8%` |
| WHS Path Cells | `1` |
| Fin crit share | `54.3%` |
| Clock power share | `39.5%` |
| Clock transition at path regs | `approximately 0.06 ns` |
| Via density per instance | `5.63` |
| Row cnt | `between 70 and 80` |
| Area Overhead vs Synth | `18.3%` |
| Number of I/O port buffers | `a little under 200` |
| CP max FO | `roughly 62` |
| Register area | `approximately 0.016 sq mm` |
| CTS Sinks | `between 500 and 600` |
| TritonRoute pass-1 iters | `5` |
| Insertion Delay late pin | `0.59 ns` |
| Worst Setup Start Kind | `flop` |
| Routed wl met2 | `between 20,000 and 25,000 um` |
| CP endpoint kind | `output pin` |
| Htree depth | `2` |
| Pre-CTS setup slack | `roughly 5.8 ns` |
| Leak | `roughly 8 nW` |
| Crit path DAT | `4.02 ns` |
| Top sig layer | `met5` |
| Maximum number of pins on one net before global-route repair | `63` |
| CP Class | `flop to output pin` |
| Pwr per Cell Area | `between 150 and 200 mW/mm^2` |
| Cells after DPL | `2,100` |
| FILL cells | `approximately 3,300` |
| Hold buffers post-CTS | `0` |
| Final WL | `~49,000 um` |
| Power share of the combinational group | `under 10%` |
| Hold Fails Final Rpt | `0` |
| Psw | `859 uW` |
| Biggest area cells | `edfxtp_1 70%, mux4_2 13%, nor2_1 8.7%` |
| Min cycle time layout | `between 6 and 7 ns` |
| Final setup margin | `approximately 5.3 ns` |
| Core Region | `roughly 0.043 sq mm` |
| Gate Area | `0.00597 sq mm` |
| WL met1 | `about 19,000 um` |
| Vert. Die Dim | `212 um` |
| Cell Area, Placed | `approximately 0.024 sq mm` |
| Via count | `approximately 12,000` |
| Chip Area | `between 0.04 and 0.05 sq mm` |
| Post-CTS Setup Inserts | `0` |
| CTS Buf Count | `54` |
| Net Sw Frac | `approximately a fifth` |
| Seq pwr share | `51.5%` |
| Max-Cap Viols | `0` |
| Yosys warns | `0` |
| TritonCTS clock tree | `yes` |
| # IOs | `a little under 200` |
| TNS Setup | `0 ns` |
| Maximum vdd ir drop | `between 0.0001 and 0.00015 V` |
| Post-synthesis average cell area | `~16 sq um` |
| Final count of pins violating max slew | `0` |
| Met3 wire length | `a little under 6000 um` |
| Crit path largest cell delay | `between 0.8 and 0.9 ns` |
| # resized after CTS | `0` |
| DRT iter0 DRCs | `around 670` |
| Layout cell share with drive strength beyond 1 | `a little under a fifth` |
| Distinct cells, synth | `16` |
| DP HPWL | `roughly 27,000 um` |
| Unrepaired setup endpoints after global routing | `false` |
| Register share after synthesis | `about 70%` |
| Root buffer cell | `clkbuf_16` |
| WP data required | `about 9.4 ns` |
| Final core utilization | `roughly three fifths` |
| CTS Buffer Depth | `3` |
| Vias in the first global route | `13,000` |
| Top-area cell share | `70.3%` |
| Register-to-Register Path Depth | `1` |
| Cells along the critical path | `buf_12 -> buf_4 -> mux4_2 -> mux2_2 -> clkdlybuf4s50_1` |
| Overflow after GRT | `0` |
| First-pass GRT wire length | `approximately 75,000 um` |
| Final cell count without fillers | `between 2,000 and 2,500` |
| GRT Resource Usage Total | `between 20% and 30%` |
| Max frequency | `157 MHz` |
| Final Cell Area | `roughly 0.026 sq mm` |
| Cells after Synth | `about 1,400` |
| Log Warnings | `25` |
| Cells in synth_stat.txt | `1,406` |
| Antenna Nets Post-Route | `0` |
| Setup Viol. Count Final | `0` |
| Global placer's final weighted congestion | `0.773` |
| Initial antenna violation count | `12` |
| Run status | `finished, final reports clean` |
| Post-Syn Area | `0.0220 sq mm` |
| Cell internal pwr | `3.19 mW` |
| Largest area contributor in the netlist | `edfxtp_1` |
| Die Wd | `roughly 210 um` |
| Final clock skew | `approximately 0.0022 ns` |
| Slew @ Worst Pin | `roughly 0.76 ns` |
| Flops after synth | `between 500 and 600` |
| WL/cell | `roughly 22 um` |
| Max-slew headroom | `49.1%` |
-- path summary, 6_finish.rpt --
check	from	to
hold reg to reg	addr_q[1]$_DFFE_PP_	flop
hold / removal	addr_q[1]$_DFFE_PP_	flop
setup / recovery	flop	rdata_o[1]
setup reg to reg	addr_q[0]$_DFFE_PP_	flop
-- cell families (layout without fill, tap and decap cells) --
kind of cell | Yosys count | after routing | synth area share [%]
multiplexers | 195 | 195 | 16.5
flip-flops | 518 | 518 | 70.6
AND/OR/NAND/NOR | 585 | 585 | 10.5
buffers and inverters | 108 | 317 | 2.36
other | 0 | 6 | 0
-- critical path, delay by kind of cell (launching register included) --
family   cells  cell delay (ns)
flops        1             0.84
mux          2             0.84
buf+inv      3             1.69
-- through the flow --
step / power, mW / hold slack [ns]
floorplan: 2.30 / 0.448
global placement: 2.49 / 0.467
detailed placement: 2.50 / 0.463
CTS: 4.10 / 0.477
global route: 4.20 / 0.506
finish: 4.05 / 0.475
-- final cells by class --
type	instances	area share (%)
antenna	6	0.0577
clock buffer	69	5.49
clock inverter	31	0.832
inverter	1	0.0144
multi-input combinational	780	22.9
sequential	518	59.7
tap	585	2.81
timing repair buffer	216	8.14
-- routing by layer --
| metal | global-route usage (%) | vias up |
|---|---|---|
| li1 | - | 5575 |
| met1 | 40.5 | 6183 |
| met2 | 36.5 | 548 |
| met3 | 13.2 | 91 |
| met4 | 4.75 | 12 |
| met5 | 0 | - |
-- cells in the mapped netlist (all sizes together) --
library cell  count
inv               1
nand3            65
or3b              3
mux4            128
or3               1
nand2b            1
nor2            512
mux2             67
nand3b            3
dfxtp             3
buf              43
edfxtp          515
clkbuf           64
-- layout by cell type (no fill, tap or decap), drive strengths merged --
cell type / instances
or3b: 3
dfxtp: 3
mux2: 67
bufinv: 3
mux4: 128
nand3b: 3
clkdlybuf4s50: 195
clkbuf: 69
nor2: 512
clkinvlp: 1
nand2b: 1
inv: 2
edfxtp: 515
or3: 1
clkinv: 26
nand3: 65
buf: 21
diode: 6
-- power by group through the flow --
stage                 combinational (mW)  clock, mW  sequential (mW)
after CTS                          0.373       1.64             2.09
after global routing               0.395       1.71             2.09
final                              0.364       1.60             2.08
-- flip-flops by register name, indices dropped and copies added, names as in the netlist, named ones only --
signal  count
addr_q      3
ram       512
Power figures rest on the tool's default switching activity, not on a simulated workload.
