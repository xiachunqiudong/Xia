==> flow/design.v <==
module ras #(
	parameter DATA_WIDTH = 64,
	parameter DATA_DEPTH = 4
)(
	input  logic                  rst_ni,
	input  logic                  clk_i,
	input  logic                  bp_flush_i,
	input  logic                  ras_push_i,
	input  logic                  ras_pop_i,
	input  logic [DATA_WIDTH-1:0] ras_data_i,
	output logic                  ras_data_vld_o,
	output logic [DATA_WIDTH-1:0] ras_data_o
);
	logic [DATA_WIDTH-1:0] [DATA_DEPTH-1:0] data_d, data_q;
	logic [DATA_DEPTH-1:0] data_vld_d, data_vld_q;
	assign ras_data_vld_o = data_vld_q[0];
	assign ras_data_o     = data_q[0];
  always_comb begin
    data_d     = data_q;
    data_vld_d = data_vld_q;
    if(ras_push_i) begin
      data_vld_d[0]              = 1'b1;
      data_d[0]                  = ras_data_i;
      data_vld_d[DATA_DEPTH-1:1] = data_vld_q[DATA_DEPTH-2:0];
      data_d[DATA_DEPTH-1:1]     = data_q[DATA_DEPTH-2:0];
    end
    if(ras_pop_i) begin
      data_vld_d[DATA_DEPTH-1]   = 1'b0;
      data_d[DATA_DEPTH-1]       = '0;
      data_vld_d[DATA_DEPTH-2:0] = data_vld_q[DATA_DEPTH-1:1];
      data_d[DATA_DEPTH-2:0]     = data_q[DATA_DEPTH-1:1];
    end
    if(ras_push_i && ras_pop_i) begin
      data_vld_d[0] = 1'b1;
      data_d[0]     = ras_data_i;
    end
    if(bp_flush_i) begin
      data_d     = '0;
      data_vld_d = '0;
    end
  end
  always_ff @(posedge clk_i or negedge rst_ni) begin
    if(~rst_ni) begin
        data_vld_q <= '0;
        data_q     <= '0;
    end
    else begin
        data_vld_q <= data_vld_d;
        data_q     <= data_d;
    end
  end
endmodule
==> flow/run.sh <==
#!/bin/bash
# OpenROAD 26Q1-2900-gdf79404cd8, Yosys 0.63+post, stock flow scripts
make -C /OpenROAD-flow-scripts/flow DESIGN_CONFIG=/design/flow/config.mk WORK_HOME=/design/flow/orfs finish
==> flow/config.mk <==
export PLATFORM = sky130hd
export DESIGN_NAME = ras
export DESIGN_NICKNAME = ras
export VERILOG_FILES = /design/flow/design.v
export SDC_FILE = /design/flow/constraint.sdc
export NUM_CORES = 4
export LEC_CHECK = 1
export CORE_AREA = 10 10 83 83
export DIE_AREA = 0 0 93 93
export SYNTH_HDL_FRONTEND = slang
==> flow/constraint.sdc <==
current_design ras

set clk_period 1.0
set clk_io_pct 0.2

create_clock -name clk0 -period $clk_period [get_ports {clk_i}]

set non_clock_inputs [all_inputs -no_clocks]
set_input_delay [expr $clk_period * $clk_io_pct] -clock clk0 $non_clock_inputs
set_output_delay [expr $clk_period * $clk_io_pct] -clock clk0 [all_outputs]
==> run notes <==
impl run done, here's what came out: number of cells on the worst reg-to-reg path=3, highest achievable clock rate=1030 MHz, hold crit path type=in2async, fraction of the mapped netlist area in compound gates=0.0755, clock insertion delay at the later pin of the skew report=0.26 ns, final weighted congestion in routability-driven placement=0.721, status=completed, Top non-seq family=buffers and inverters, synthesized area per cell=9.92 µm², biggest area consumer among synthesized cells=sky130_fd_sc_hd__dfrtp_1, starting utilization of the core area=0.284, standard cell with the maximum stage delay on the critical path=sky130_fd_sc_hd__dfrtp_1, Post-DP Area=0.00150 mm², number of levels the H-tree was split into=1, Synth Register Bits=20, power per cell area=1140 mW/mm², total area of multi-input combinational cells=648 µm², number of antenna violations at the first check in global routing=0, tally of OpenROAD warnings=86, crit path cell chain=buf_2, global-route wire length before repair=4490 µm, Max-area cell share=0.343, total length of routed wires=2800 µm, DRC errors left=0, clock tree from TritonCTS=done, met2 wire length=1200 µm, number of buffers on the longest clock path=2, peak ir drop on the vdd network=0.524 mV, vias per std cell=3.52, Global Route Usage Sum=0.0618, clock group share of total power=0.340, setup repair after global routing missed its margin=yes, Worst Path Required=0.80 ns, area of the core=0.00514 mm², Die X=93 µm, sum of net half-perimeters after detailed placement=2090 µm, type of the worst setup path=reg2out, cells after synthesis=147, Synth Area in XOR/XNOR=0, Syn-to-layout area delta=6.95%, crit-path leading delay family=flip-flops, critical path fanouts, max=2, Ys Warns=0, Post-CTS Hold Buffers=0, die area=0.00865 mm², filler cell count=575, router iterations before antenna repair=3, AND/OR/NAND/NOR Cells, Area Fraction=0.0773, startpoint of the most critical setup path=ras_data_o[0], count of antenna diodes in the layout=0, routed via count=824, floorplan row count=26, fin. max-slew vios=0, Reg area=500 µm², clock buffers created by TritonCTS=3, master cell of the clock root buffer=sky130_fd_sc_hd__clkbuf_8, maximum single-stage delay on the critical path=0.39 ns, Routed WL per cell=12.0 µm, post-route ant nets=0, Power, Total=1.78 mW, Routed met3 length=189 µm, combinational power share=0.170, switching power=418 µW, post-synthesis instance area=0.00146 mm², Detailed Route Iter0 Violations=20, number of top-level pins=134, y dimension of the die=93 µm, power share of the sequential group=0.490, number of max-cap violations=0, clock sink count=20, leak pwr=0.805 nW, number of cells in Yosys stat=147, cell area after layout=0.00156 mm², via count of the first global-routing pass=937, sequential element share of the synthesized area=0.343, Register-to-Register Setup Slack=0.13 ns, fin crit period=0.971 ns, top routing layer in use=met4, Synth mux share=0.137, final global-route overflow total=0, Worst-path clk slew=0.07 ns, arrival time of data at the critical path endpoint=0.77 ns, Port Buf Inserts=13, unique cell type count in the Yosys netlist=13, endpoint of the most critical register-to-register path=data_q[4], internal power summed over all cells=1.36 mW, arithmetic-cell share of the synthesized area counting full adders, half adders and majority gates=0, final number of hold-violating endpoints=0, largest net degree at the start of global routing=21, RR Startpoint=ras_data_o[0], routed metal-1 wirelength=1380 µm, category of the worst setup path launch point=register, Fin Clk Skew=0.00635 ns, number of failing setup endpoints in the final timing report=0, fraction of layout cells with a size suffix above 1=0.122, crit share post-route=0.971, Worst Setup End Kind=output port, area reported by Yosys stat=0.00146 mm², Cell area leaders=sky130_fd_sc_hd__dfrtp_1 34%, sky130_fd_sc_hd__buf_4 33%, sky130_fd_sc_hd__mux2i_1 14%, sky130_fd_sc_hd__a211oi_1 7.2%, sky130_fd_sc_hd__nor2b_1 6.0%, count of buffering cells on the critical path with inverters included=1, fraction of power spent switching nets=0.235
-- cells by family after synthesis --
logic type	Yosys count
AOI/OAI and AO/OA	15
DFF	20
muxes	20
other	1
and+or+nand+nor	19
buffers and inverters	72
-- flip-flops by register name, summed over array words and instances (netlist names) --
register,flops
data_q,12
data_vld_q,4
ras_data_o,4
-- cells in the mapped netlist --
master	count
sky130_fd_sc_hd__a211oi_1	14
sky130_fd_sc_hd__clkinv_1	1
sky130_fd_sc_hd__nor2b_1	14
sky130_fd_sc_hd__mux2i_1	20
sky130_fd_sc_hd__clkbuf_1	2
sky130_fd_sc_hd__buf_4	65
sky130_fd_sc_hd__buf_2	1
sky130_fd_sc_hd__inv_1	1
sky130_fd_sc_hd__nor3_1	5
sky130_fd_sc_hd__conb_1	1
sky130_fd_sc_hd__buf_6	2
sky130_fd_sc_hd__dfrtp_1	20
sky130_fd_sc_hd__a21oi_1	1
-- cell type report --
| class | count | area share |
|---|---|---|
| repair buffers | 24 | 0.167 |
| well taps | 70 | 0.0562 |
| clock buffers | 4 | 0.0353 |
| multi-input cells | 114 | 0.416 |
| inverters | 2 | 0.00482 |
| flip-flops and latches | 20 | 0.321 |
-- per-stage QoR --
step                setup TNS [ns]   util  cells  worst slack (ns)  hold WS, ns
finish                           0  0.303    234            0.0290        0.276
global route               -0.0103  0.303    234           -0.0103        0.294
CTS                              0  0.305    235            0.0130        0.277
detailed placement           -6.25  0.292    229            -0.353        0.565
global placement             -6.21  0.292    229            -0.346        0.555
floorplan                        0      -    206             0.253      -0.0956
-- timing repair --
action / CTS / global route
gates resized: 17 / 0
pin swaps: 0 / 1
endpoints found under the setup margin: 25 / 2
hold endpoints to repair: 0 / 0
setup buffers: 1 / 0
gates cloned: 1 / 0
-- how the worst max path moves through the flow --
stage / slack [ns] / to / cells past startpoint
finish: 0.03 / ras_data_o[0] / 1
CTS: 0.01 / ras_data_o[0] / 1
global route: -0.01 / ras_data_o[0] / 1
-- metal layers --
layer / GRT usage / vias up
met5: 0 / -
met4: 0.00643 / 0
met3: 0.0194 / 2
met2: 0.0935 / 45
met1: 0.0879 / 376
li1: - / 401
-- placed cells by master (no fill, tap or decap), drive strengths merged --
cell type      count
dlygate4sd2        2
clkinv             1
dfrtp             20
inv                1
bufbuf             1
nor2b             14
a21oi              1
a211oi            14
conb              60
mux2i             20
nor3               5
clkbuf             4
clkdlybuf4s50      6
buf               15
-- power by group through the flow --
stage                 logic [mW]  clock network [mW]  registers [mW]
after CTS                  0.318               0.635           0.873
after global routing       0.345               0.671           0.880
final                      0.302               0.606           0.873
Power is estimated from default activity; no workload was simulated.
